<file path="flow/config.mk">
export PLATFORM = sky130hd
export DESIGN_NAME = SRAM
export DESIGN_NICKNAME = SRAM
export VERILOG_FILES = /design/flow/design.v
export SDC_FILE = /design/flow/constraint.sdc
export NUM_CORES = 4
export LEC_CHECK = 1
export CORE_UTILIZATION = 30
</file>
<file path="flow/constraint.sdc">
current_design SRAM

set clk_period 4.1
set clk_io_pct 0.2

create_clock -name clk0 -period $clk_period [get_ports {clk}]

set non_clock_inputs [all_inputs -no_clocks]
set_input_delay [expr $clk_period * $clk_io_pct] -clock clk0 $non_clock_inputs
set_output_delay [expr $clk_period * $clk_io_pct] -clock clk0 [all_outputs]
</file>
<file path="flow/design.v">
module SRAM(
	input	ctr_r,
	input	ctr_w,
	input	clk,
	input	[31:0]	data_in,
	inout	[15:0]	databus,
	output	reg	[18:0]	addrbus=0,
	output	reg	[31:0]	data_out=0,
	output	reg			data_out_vld=0,
	output	reg			we=1,
	output	reg			oe=1,
	output	reg			ce=1,
	output	reg			ub=0,
	output	reg			lb=0
	);
	parameter	IDLE	=3'd0;
	parameter	WR0_ST  =3'd1;
	parameter	RD0_ST  =3'd2;
	parameter	WR1_ST  =3'd3;
	parameter	RD1_ST  =3'd4;
	parameter	RD_WAIT =3'd5;
	parameter	WR_WAIT	=3'd6;
	parameter	RD0_WAIT=3'd7;
	reg	[15:0]	databus_in=0;
	reg	[15:0]	databus_in_ff1=0;
	reg	[31:0]	databus_out=0;
	reg			ctl_a=0;
	reg	[15:0]	ctl_w1=0;
	reg	[15:0]	ctl_r1=0;
	reg	[2:0]	curr_st=0;
	reg	[2:0]	curr_st_ff1=0;
	reg	[31:0]	data_out_tmp=0;
	reg	[31:0]	rd_wait_cnt=0;
	reg	[15:0]	wr_wait=0;
	assign	databus=(curr_st_ff1==WR0_ST||curr_st_ff1==WR1_ST)?databus_in_ff1:16'hzzzz;
	always@(posedge clk)curr_st_ff1<=curr_st;
	always@(posedge clk)databus_in_ff1<=databus_in;
	always@(posedge clk)begin
		case(curr_st)
			IDLE:begin
				if(ctr_w)
					curr_st<=WR0_ST;
				else if(ctr_r)
					curr_st<=RD0_ST;
				else
					;
			end
			WR0_ST:curr_st<=WR_WAIT; 
			WR_WAIT:begin
				if(wr_wait==50000)
					curr_st<=WR1_ST;
				else
					;
			end
			RD0_ST:curr_st<=RD0_WAIT;
			WR1_ST:curr_st<=IDLE;
			RD0_WAIT:begin
				if(wr_wait==50000)
					curr_st<=RD1_ST;
				else
					;
			end
			RD1_ST:curr_st<=RD_WAIT;
			RD_WAIT:begin
				if(ctr_r==0&&rd_wait_cnt==10000000)
					curr_st<=IDLE;
				else
					;
			end
			default:;
		endcase
	end
	always@(posedge clk)begin
		if(curr_st==WR_WAIT||curr_st==RD0_WAIT)
			wr_wait<=wr_wait+1;
		else
			wr_wait<=0;
	end
	always@(posedge clk)begin
		if(curr_st==RD_WAIT)
			rd_wait_cnt<=rd_wait_cnt+1;
		else
			rd_wait_cnt<=0;
	end
	always@(posedge clk)begin
		if(curr_st==WR0_ST)begin
			we<=0;
			oe<=1;
			ce<=0;ub<=0;lb<=0;
			addrbus<=0;
			databus_in[15:0]<=data_in[15:0];
		end else if(curr_st==WR1_ST)begin
			we<=0;
			oe<=1;
			ce<=0;ub<=0;lb<=0;
			addrbus<=1;
			databus_in[15:0]<=data_in[31:16];
		end else if(curr_st==RD0_ST)begin
			we<=1;
			oe<=0;
			ce<=0;ub<=0;lb<=0;
			addrbus<=0;
			data_out_tmp[15:0]<=databus[15:0];
		end else if(curr_st==RD1_ST)begin
			we<=1;
			oe<=0;
			ce<=0;ub<=0;lb<=0;
			addrbus<=1;
			data_out_tmp[31:16]<=databus[15:0];
		end else begin
			we<=1;
			oe<=1;
		end
	end
	always@(posedge clk)begin
		if(curr_st==RD_WAIT)begin
			data_out_vld<=1;
			data_out<=data_out_tmp;
		end else
			data_out_vld<=0;
	end
endmodule
</file>
<file path="flow/run.sh">
#!/bin/bash
# OpenROAD 26Q1-2900-gdf79404cd8, Yosys 0.63+post, stock flow scripts
make -C /OpenROAD-flow-scripts/flow DESIGN_CONFIG=/design/flow/config.mk WORK_HOME=/design/flow/orfs finish
</file>
==> CHANGELOG.md <==
## Implementation

* Status: finished clean
* Yosys Chip Area at approximately 5700 um^2
* Synth unique cells at about 46
* Flop area at 3870 um^2
* Grt ovf at 0
* Hold endpoint: databus[8]
* Post-route DRC at 0
* EDFF count, synth at 83
* Initial antenna violation count at 0
* Vias in the first global route at about 3,200
* Worst setup path class: register to register
* CP Data Required Time at 4200 ps
* Die height at 140 um
* Hold-critical path depth at 0
* Pin count of the biggest net entering global routing at 34
* Registers, synthesis at around 150
* Mapped Area at between 5000 and 6000 um^2
* Site Rows at 50
* Async set or reset register ratio after synthesis at 0%
* Reg2reg end: data_out[17]
* ANT nets after route at 0
* Pwr Total at 4350 uW
* Startpoint Class: register
* Layout cells sized above 1 at 11.0%
* R2R Path Start: curr_st[1]
* Tot GR Track Use at a little under an eighth
* Most numerous logic cell after layout: edfxtp_1
* Hold_sp: databus_in[8]
* Adder share at less than 1%
* XOR/XNOR Area Share at ~4.1%
* Io pins at 108
* P per Cell Area at 603 nW/um^2
* Drt pass-1 iters at 4
* Leak at between 0.002 and 0.0025 uW
* Syn Area/Cell at between 10 and 15 um^2
* Syn. warnings at 2
* Clock buffer depth at 2
* CP Capture Type: register
* Cell total in the yosys stat output at 445
* Util after Layout at between 30% and 40%
* Final setup margin at approximately 1900 ps
* CTS sink count at ~150
* Setup_tns at 0 ps
* Die width at 140 um
* Largest family of logic cells by area: simple AND/OR/NAND/NOR gates
* Worst-margin pin slew at 839 ps
* Most numerous logic cells after layout: 83 x edfxtp_1, 71 x clkdlybuf4s50_1, 69 x dfxtp_1
* Routed WL per cell at around 14 um
* Max IR drop VDD at 254 uV
* Hold Crit Class: register to register
* Detail Placement HPWL at 7.07 mm
* Port bufs at 71
* CP Max Fanout at 33
* Fin. max-slew vios at 0
* Latency at later pin at between 400 and 500 ps
* H-tree level count at 4
* Area Growth Syn to Fin at 25.9%
* Post-CTS setup buffers at 0
* Post-Route WL at approximately 11 mm
* Clock slew at reported path FFs at 60 ps
* Init Core Util at between 30% and 40%
* # diodes at 0
* Worst Skew at about 14 ps
* Rel. slew slack at 43.5%
* Tool warnings at about 91
* CTS tree: yes
* Min cycle time layout at roughly 2200 ps
* CTS resizes at 0
* Arr. time, crit path at ~2300 ps
* DRT iter0 DRCs at 217
* Mux area share at approximately 3.1%
* Sequential area share after synthesis at between 60% and 70%
* Fmax at approximately 450 MHz
* Vias at roughly 3,500
* Vias per cell at about 4.6
* Synth Flop Type: edfxtp_1
* RSZ-0062 raised after global routing: false
* R2R cell count at 4
* First-pass GRT wire length at approximately 17 mm
* Hold Vio Cnt, Final at 0
* AO/OA Area Share at under 10%
* # setup viols final at 0
* DP Worst Slack at around 1600 ps
* Post-Syn Instances at 445
* And+or+nand+nor area frac at between 10% and 20%
* Final GP Congestion at approximately 0.8
* Logic area at around 1700 um^2
* Flop2flop setup slack at around 1900 ps
* Die Footprint at about 20,000 um^2
* CTS buffer count at 17
* Fin crit share at a little over half
* # hold bufs at CTS at 0
* Filler Cell Count at 1,685
* MaxCap Viol Count at 0
* Clk Tree Root Cell: clkbuf_16
* Core area at 18,700 um^2
==> metrics by stage <==
step | cell area, um^2 | hold slack [ps] | cells
3_5_place_dp | 6630 | 327 | 738
5_1_grt | 7220 | 344 | 770
2_1_floorplan | 5800 | 323 | 464
3_3_place_gp | 6630 | 324 | 738
6_report | 7220 | 338 | 770
4_1_cts | 7220 | 339 | 770
==> registers in the layout, indices dropped and copies added, names as in the netlist <==
name          count
data_out         32
data_out_tmp     32
rd_wait_cnt      32
databus          16
databus_in       16
wr_wait          16
curr_st           3
addrbus           1
ce                1
data_out_vld      1
oe                1
we                1
==> worst max-delay path: stages, from the launching register on <==
cell and delay, ps:
edfxtp_1 540, nand3b_1 220, buf_4 260, inv_1 500
buf_4 380
==> synthesized netlist by cell type (all sizes together) (8+ instances only) <==
cell | n | area share (%)
a21oi | 20 | 1.7
buf | 21 | 2.8
clkbuf | 14 | 0.94
dfxtp | 69 | 24
edfxtp | 83 | 43
inv | 17 | 1.1
mux2 | 16 | 3.1
nand2 | 14 | 0.92
nand3 | 25 | 2.2
nand4 | 10 | 1.2
nor2 | 36 | 2.4
nor3 | 9 | 0.79
nor4 | 16 | 1.7
o31ai | 9 | 1.2
or4 | 10 | 1.4
xnor2 | 19 | 2.9
xor2 | 8 | 1.2
==> cells by family (layout without fill, tap and decap cells) <==
group,count (synthesis),count (layout)
flops,152,152
simple gates,146,146
buf+inv,52,124
compound gates,47,47
xor+xnor,27,27
mux,16,16
fa+ha+maj,4,4
other cells,1,20
==> layout make-up <==
class                           instances  area share (%)
Sequential cell                       152            53.7
Multi-Input combinational cell        260            22.9
Timing Repair Buffer                   75            10.3
Clock buffer                           20            6.19
Tap cell                              234            4.06
Clock inverter                         12            1.98
Inverter                               17           0.884
==> worst max-delay path by stage <==
stage         cells past startpoint           end       start  slack, ps
CTS                               4  data_out[17]  curr_st[2]       1810
global route                      4  data_out[17]  curr_st[2]       1650
finish                            4  data_out[17]  curr_st[1]       1860
==> power by group <==
group	leakage, uW	internal (uW)	switching, uW
clock network	0.000279	921	607
logic	0.000731	296	334
registers	0.00133	2050	151
total	0.00234	3260	1090
==> layer usage <==
layer | vias up | GRT usage [%] | part of all wire, % | routed length [um]
li1 | 1757 | - | - | -
met1 | 1647 | 16.2 | 43 | 4580
met2 | 109 | 17.4 | 48 | 5040
met3 | 11 | 4.18 | 7.5 | 793
met4 | 0 | 1.74 | 1.5 | 157
met5 | - | 0 | 0 | 0
No activity file was given, so power comes from the tool's default toggle rates.
