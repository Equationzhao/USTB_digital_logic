==> flow/design.v <==
`timescale 1ns / 1ps
module DataReadService(
                input clk190hz,
                input rst,
                input sel,
                input leftMove,
                input rightMove,
                input inc,
                input dec,
                output [3:0] pos,
                output [7:0] seg,
                output [31:0] myID
                );
    reg [31:0] msgArray = 0;
    reg [2:0]  cursor   = 7; 
    reg [15:0] dataBus;
    reg LeftMoveDelay   = 0;
    reg RightMoveDelay  = 0;
    reg IncreaseDelay   = 0;
    reg DecreaseDelay   = 0;
    assign myID = msgArray;
    always @(posedge clk190hz)
    begin
        if (!rst) begin
            msgArray  = 0;
            cursor    = 7;
            LeftMoveDelay  = 0;
            RightMoveDelay = 0;
            IncreaseDelay  = 0;
            DecreaseDelay  = 0;
        end
        else begin
            if (leftMove == 1 && LeftMoveDelay == 0) begin
                cursor = cursor + 1; 
            end
            else if (rightMove == 1 && RightMoveDelay == 0) begin 
                     cursor = cursor - 1; 
            end
            else if (inc == 1 && IncreaseDelay == 0) begin   
                     msgArray = msgArray + (4'b0001 << (4*cursor)); 
                 if (((msgArray >> (4*cursor)) & 4'b1111) == 10)  
                       msgArray = msgArray - (4'b1010 << (4*cursor));
            end
            else if (dec == 1 && DecreaseDelay == 0) begin   
                 if (((msgArray >> (4*cursor)) & 4'b1111) == 0)  
                       msgArray = msgArray + (4'b1001 << (4*cursor));
                 else  msgArray = msgArray - (4'b0001 << (4*cursor)); 
            end
            LeftMoveDelay  = leftMove;
            RightMoveDelay = rightMove;
            IncreaseDelay  = inc;
            DecreaseDelay  = dec;
        end
        if (cursor<4) dataBus = msgArray[15:0];  
        else dataBus = msgArray[31:16];          
    end
    InputShowDriver u(clk190hz, rst,sel, dataBus, cursor[1:0], pos, seg);
endmodule
`timescale 1ns / 1ps
module InputShowDriver(
    input clk190hz,
    input rst,
    input sel,
    input [15:0] dataBus,
    input [1:0]  dot,
    output reg [3:0] pos,
    output reg [7:0] seg
    );
    reg [1:0] posC;
    reg [3:0] dataP;
    always @(posedge clk190hz) 
    begin
        if (!rst) 
        begin
            pos = 4'b0000;
            posC = 3;  
        end
        else begin
            posC = posC + 1;
            case (posC)  
                0: begin
                    pos   <= 4'b0001;
                    dataP <= dataBus[3:0];
                end
                1: begin
                    pos   <= 4'b0010;
                    dataP <= dataBus[7:4];            
                end
                2: begin
                    pos   <= 4'b0100;
                    dataP <= dataBus[11:8];
                end
                3: begin
                    pos   <= 4'b1000;
                    dataP <= dataBus[15:12];
                end
            endcase
        end
    end
    always @(posC)
    begin
        if (!sel) begin
            case (dataP)
                0 :seg = 8'b0011_1111;
                1 :seg = 8'b0000_0110;
                2 :seg = 8'b0101_1011;
                3 :seg = 8'b0100_1111;
                4 :seg = 8'b0110_0110;
                5 :seg = 8'b0110_1101;
                6 :seg = 8'b0111_1101;
                7 :seg = 8'b0000_0111;
                8 :seg = 8'b0111_1111;
                9 :seg = 8'b0110_1111;
                10:seg = 8'b0100_0000;
                11:seg = 8'b0000_0000;
                default: seg = 8'b0000_1000;
            endcase
            if (posC == dot) 
                seg = seg + 8'b1000_0000;
        end 
        else begin
            case (dataP)
                default: seg = 8'b0100_0000;   
            endcase
        end
    end
endmodule
==> flow/run.sh <==
#!/bin/bash
# OpenROAD 26Q1-2900-gdf79404cd8, Yosys 0.63+post, stock flow scripts
make -C /OpenROAD-flow-scripts/flow DESIGN_CONFIG=/design/flow/config.mk WORK_HOME=/design/flow/orfs finish
==> flow/config.mk <==
export PLATFORM = sky130hd
export DESIGN_NAME = DataReadService
export DESIGN_NICKNAME = DataReadService
export VERILOG_FILES = /design/flow/design.v
export SDC_FILE = /design/flow/constraint.sdc
export NUM_CORES = 4
export LEC_CHECK = 1
export CORE_UTILIZATION = 30
==> flow/constraint.sdc <==
current_design DataReadService

set clk_period 12.6
set clk_io_pct 0.2

create_clock -name clk0 -period $clk_period [get_ports {clk190hz}]

set non_clock_inputs [all_inputs -no_clocks]
set_input_delay [expr $clk_period * $clk_io_pct] -clock clk0 $non_clock_inputs
set_output_delay [expr $clk_period * $clk_io_pct] -clock clk0 [all_outputs]
==> impl_metrics.xml <==
<?xml version="1.0" encoding="UTF-8"?>
<metrics>
  <group name="run_status">
    <metric name="run_status" unit="">finished, final reports clean</metric>
  </group>
  <group name="grt">
    <metric name="vias_in_the_first_global_route" unit="">8391</metric>
    <metric name="antenna_found_initial" unit="">0</metric>
    <metric name="grt.total_usage" unit="%">22.9</metric>
    <metric name="grt_first_pass_wirelength" unit="mm">51.7</metric>
    <metric name="grt_start_max_net_pins" unit="">39</metric>
    <metric name="globalRoute.totalOverflow" unit="">0</metric>
  </group>
  <group name="layout">
    <metric name="areaGrowthSynthToFinish" unit="%">13.6</metric>
    <metric name="final.fill_count" unit="">2979</metric>
    <metric name="fin_area" unit="um2">10000</metric>
    <metric name="layout_top_cells_excl_fill_tap" unit="">104 x sky130_fd_sc_hd__nor2_1, 93 x sky130_fd_sc_hd__nand2_1, 78 x sky130_fd_sc_hd__ha_1, 72 x sky130_fd_sc_hd__a21oi_1, 68 x sky130_fd_sc_hd__dfxtp_1</metric>
    <metric name="sequential_cell_area" unit="um2">1480</metric>
    <metric name="drive_gt1_share" unit="%">7.50</metric>
    <metric name="layout_top_cell_excl_fill_tap" unit="">sky130_fd_sc_hd__nor2_1</metric>
    <metric name="mi_logic_area" unit="um2">6890</metric>
  </group>
  <group name="clock_tree">
    <metric name="tritoncts_num_sinks" unit="">72</metric>
    <metric name="tritoncts_clock_tree" unit="">yes</metric>
    <metric name="cts_inserted_buffers" unit="">9</metric>
    <metric name="clockRootBuffer" unit="">sky130_fd_sc_hd__clkbuf_16</metric>
    <metric name="post_cts_resized" unit="">0</metric>
    <metric name="cts.hold.buffers_added" unit="">0</metric>
    <metric name="ctsLongestPathBuffers" unit="">2</metric>
    <metric name="clock_tree.htree_level_count" unit="">3</metric>
    <metric name="worst_skew_pair.late_latency" unit="ns">0.34</metric>
    <metric name="clk_pin_slew_worst_paths" unit="ns">0.06</metric>
    <metric name="cts.repair_timing.setup_buffer_count" unit="">0</metric>
  </group>
  <group name="synth">
    <metric name="synth_flop_count" unit="">72</metric>
    <metric name="synth.yosys.chip_area" unit="um2">8840</metric>
    <metric name="top_cells_by_area" unit="">sky130_fd_sc_hd__dfxtp_1 15%, sky130_fd_sc_hd__ha_1 11%, sky130_fd_sc_hd__xnor2_1 5.0%</metric>
    <metric name="synth-cells-yosys" unit="">1162</metric>
    <metric name="top_cell_type_s_share_of_synthesized_area" unit="%">15.4</metric>
    <metric name="syn-mean-instance-area" unit="um2">7.61</metric>
    <metric name="post-synth-top-area-cell" unit="">sky130_fd_sc_hd__dfxtp_1</metric>
    <metric name="post_synth_inst_count" unit="">1162</metric>
    <metric name="dominantRegCellSynth" unit="">sky130_fd_sc_hd__dfxtp_1</metric>
    <metric name="synth-async-reset-ratio" unit="%">0</metric>
    <metric name="enable_flop_cells" unit="">4</metric>
    <metric name="netlist-cell-type-count" unit="">106</metric>
    <metric name="ys.warnings.count" unit="">2</metric>
    <metric name="seq_area_frac_synth" unit="%">16.8</metric>
    <metric name="syn_area" unit="um2">8840</metric>
  </group>
  <group name="final_timing">
    <metric name="final_critical_path_share_of_the_clock_period" unit="%">57.0</metric>
    <metric name="rsz0062_at_grt" unit="">no</metric>
    <metric name="drv_slew" unit="">0</metric>
    <metric name="setup_viol_count_final" unit="">0</metric>
    <metric name="final.setup_skew" unit="ns">0.00955</metric>
    <metric name="finalHoldViolCount" unit="">0</metric>
    <metric name="timing.slew.headroom" unit="%">40.5</metric>
    <metric name="period_minus_slack" unit="ns">7.18</metric>
    <metric name="worst_slew_pin_slew" unit="ns">0.890</metric>
    <metric name="tns" unit="ns">0</metric>
    <metric name="max_freq" unit="GHz">0.139</metric>
  </group>
  <group name="routing">
    <metric name="ant_diodes" unit="">0</metric>
    <metric name="routed_wl" unit="mm">34.6</metric>
    <metric name="routed_via_density" unit="">5.90</metric>
    <metric name="average_detailed_routed_wire_length_per_instance" unit="um">22.0</metric>
    <metric name="via_count" unit="">9276</metric>
    <metric name="drcViolationCount" unit="">0</metric>
    <metric name="drt_first_pass_iters" unit="">8</metric>
    <metric name="postRouteAntennaNets" unit="">0</metric>
    <metric name="drt_iter0_drc" unit="">937</metric>
  </group>
  <group name="die">
    <metric name="fp-row-count" unit="">62</metric>
    <metric name="core" unit="um2">28900</metric>
    <metric name="die_area" unit="um2">30200</metric>
    <metric name="die_h" unit="um">174</metric>
    <metric name="initial_utilization" unit="%">30.6</metric>
    <metric name="io_pins" unit="">51</metric>
    <metric name="die_width" unit="um">174</metric>
  </group>
  <group name="worst_setup_path">
    <metric name="path_buffers" unit="">3</metric>
    <metric name="worst_path_largest_cell_delay" unit="ns">0.56</metric>
    <metric name="critPathRequiredTime" unit="ns">12.83</metric>
    <metric name="crit_path_start" unit="">inc</metric>
    <metric name="critical_path.reg2reg.endpoint" unit="">dataBus[5]</metric>
    <metric name="critical-path-top-delay-family" unit="">AND-OR/OR-AND gates</metric>
    <metric name="timing.critical_path.from_type" unit="">input port</metric>
    <metric name="path_cells" unit="">clkdlybuf4s50_1, nor2b_1, buf_4, nor4_1, a21o_1, ha_1, inv_1, fa_1, nor2b_1, o21a_1, o21ai_0, a21oi_1, a221oi_1, o41a_1, o21ai_0, a21oi_1, mux2i_1, nor2_1, o211a_1, a22o_1</metric>
    <metric name="critical_path.endpoint_type" unit="">flip-flop</metric>
    <metric name="cp_slowest_cell" unit="">sky130_fd_sc_hd__o41a_1</metric>
    <metric name="critical_path_class" unit="">in -&gt; reg</metric>
    <metric name="worst_ep_arrival_time" unit="ns">7.42</metric>
    <metric name="worst_r2r_startpoint" unit="">cursor[1]</metric>
    <metric name="path_max_fanout" unit="">12</metric>
    <metric name="timing.reg2reg.worst_path_depth" unit="">17</metric>
    <metric name="reg2reg_setup_slack" unit="ns">5.65</metric>
  </group>
  <group name="min_path">
    <metric name="hold_path.class" unit="">reg -&gt; reg</metric>
    <metric name="holdPathStages" unit="">1</metric>
    <metric name="hold_path_end" unit="">u.posC[0]</metric>
    <metric name="timing.hold.worst.start" unit="">u.posC[0]</metric>
  </group>
  <group name="placed_design">
    <metric name="io_buffers" unit="">50</metric>
    <metric name="postPlaceCellArea" unit="um2">9700</metric>
    <metric name="dp.final_hpwl" unit="mm">27.0</metric>
    <metric name="finalWeightedCongestion" unit="">1.07</metric>
  </group>
  <group name="power_and_ir_drop">
    <metric name="total_power" unit="mW">1.35</metric>
    <metric name="leakagePower" unit="nW">4.06</metric>
    <metric name="vdd_ir_drop_max" unit="V">0.0000667</metric>
    <metric name="cellPowerDensity" unit="nW/um2">134</metric>
  </group>
  <group name="job">
    <metric name="cap_violations" unit="">0</metric>
    <metric name="stage_log_warnings" unit="">42</metric>
  </group>
</metrics>
## power by group
group / total (mW) / internal [mW] / switching (mW)
Sequential: 0.302 / 0.259 / 0.0422
Combinational: 0.750 / 0.292 / 0.458
Clock: 0.296 / 0.194 / 0.102
## kinds of logic after synthesis
logic type / count (synthesis) / synth area share, %
mux: 27 / 3.31
flops: 72 / 16.8
buf+inv: 115 / 5.33
simple gates: 413 / 23.9
compound gates: 367 / 30.0
xor+xnor: 86 / 9.06
fa+ha+maj: 82 / 11.7
## cell usage after synthesis (all sizes together) (8+ instances only)
cell	count
xor2	33
a31oi	20
inv	52
o21a	14
mux2i	21
o21ai	71
and2	23
o31ai	13
nand2b	17
nor3	27
nand3	44
buf	21
a21o	27
ha	78
o22ai	12
xnor2	52
dfxtp	68
nor4	13
nor2	105
nand4	10
and3	15
clkbuf	39
a211oi	17
a21oi	75
nor2b	16
nand2	93
or2	9
o211ai	12
or3	13
o221ai	10
o21bai	8
## stage by stage
step                cells  hold WS [ns]  setup WS [ns]  util [%]
global placement     1555         0.470           5.35      33.6
finish               1571         0.491           5.42      34.8
CTS                  1571         0.490           5.57      34.8
detailed placement   1555         0.477           5.26      33.6
floorplan            1162         0.439           6.56         -
global route         1571         0.518           5.25      34.8
## worst register-to-register path, stage by stage, from the launching register on
cell	delay (ns)
sky130_fd_sc_hd__dfxtp_1	0.50
sky130_fd_sc_hd__inv_1	0.53
sky130_fd_sc_hd__ha_1	0.60
sky130_fd_sc_hd__nor2b_1	0.37
sky130_fd_sc_hd__ha_1	0.32
sky130_fd_sc_hd__ha_1	0.38
sky130_fd_sc_hd__nand4_2	0.20
sky130_fd_sc_hd__a211oi_4	0.55
sky130_fd_sc_hd__a21oi_2	0.23
sky130_fd_sc_hd__a2111oi_4	0.43
sky130_fd_sc_hd__xor2_2	0.19
sky130_fd_sc_hd__nor4_1	0.60
sky130_fd_sc_hd__o22ai_4	0.32
sky130_fd_sc_hd__nor2_8	0.55
sky130_fd_sc_hd__mux2_2	0.46
sky130_fd_sc_hd__o221ai_1	0.34
sky130_fd_sc_hd__nor2_1	0.11
sky130_fd_sc_hd__a21o_1	0.17
## worst max path at each step
| stage | endpoint | slack (ns) | cells after the start |
|---|---|---|---|
| 4_1_cts | dataBus[12] | 5.57 | 20 |
| 5_1_grt | dataBus[12] | 5.25 | 20 |
| 6_report | dataBus[12] | 5.42 | 20 |
## area by class of cell
| class | instances | area share, % |
|---|---|---|
| Timing Repair Buffer | 69 | 6.40 |
| Clock buffer | 9 | 2.24 |
| Sequential cell | 72 | 14.7 |
| Multi-Input combinational cell | 975 | 68.6 |
| Clock inverter | 7 | 1.17 |
| Tap cell | 384 | 4.78 |
| Inverter | 55 | 2.06 |
## state kept, by name (all words and copies together), names as in the netlist, named ones only
| signal | cells |
|---|---|
| msgArray | 32 |
| dataBus | 16 |
| u.dataP | 4 |
| u.pos | 4 |
| cursor | 3 |
| u.posC | 2 |
| DecreaseDelay | 1 |
| IncreaseDelay | 1 |
| LeftMoveDelay | 1 |
| RightMoveDelay | 1 |
## metal layers
metal | track usage, % | wire (um)
met2 | 33.8 | 14700
met1 | 31.8 | 14900
met3 | 6.96 | 3610
met5 | 0 | 0
met4 | 7.57 | 1350
Power figures rest on the tool's default switching activity, not on a simulated workload.
