### flow/config.mk
export PLATFORM = sky130hd
export DESIGN_NAME = request
export DESIGN_NICKNAME = request
export VERILOG_FILES = /design/flow/design.v
export SDC_FILE = /design/flow/constraint.sdc
export NUM_CORES = 4
export LEC_CHECK = 1
export CORE_AREA = 10 10 102 102
export DIE_AREA = 0 0 112 112
### flow/constraint.sdc
current_design request

set clk_period 5.6
set clk_io_pct 0.2

create_clock -name clk0 -period $clk_period [get_ports {clk10hz}]
create_clock -name clk1 -period $clk_period [get_ports {clk380hz}]

set non_clock_inputs [all_inputs -no_clocks]
set_input_delay [expr $clk_period * $clk_io_pct] -clock clk0 $non_clock_inputs
set_output_delay [expr $clk_period * $clk_io_pct] -clock clk0 [all_outputs]
### flow/design.v
module key_input #(parameter W = 8) (
    input clk,
    input [W - 1:0] keys,
    output reg [W - 1: 0] key_press = 0
);
reg [W - 1: 0] prev = 0;
always @(posedge clk) begin
    key_press <= prev ^ keys;
    prev <= keys;
end
endmodule
module request(
    input clk380hz,
    input clk10hz,
    input clk1hz,
    input rst,
    input [7:0] curr_floor,
    input [3:0] running_state,
    input [3:0] door_state,
    input  [4-1:0] floor_in,           
    input  [4-1:0] up_in,              
    input  [4-1:0] down_in,            
    output [2*4-1:0] demand_state,     
    output [2:0] req                      
);
    reg [4-1:0] floor = 0, 
                      up = 0, 
                    down = 0; 
    assign demand_state = {up[4-1:0], down[4-1:0]};
    wire [4-1:0] floor_add, up_add, down_add;
    key_input #(4) ki_up    (clk10hz, {1'b0, up_in[4-2:0]}, up_add);
    key_input #(4) ki_down  (clk10hz, {down_in[4-1:1], 1'b0}, down_add);
    always @(posedge clk380hz) begin
         if(rst == 1) {floor, up, down} <= 0;
         else begin
               begin
                    floor <= floor | floor_in;
                    up    <= up    | up_add;
                    down  <= down  | down_add;
               end
               if(door_state == 4'b0011) begin
                    floor[curr_floor] <= 0;
                    up   [curr_floor] <= 0;
                    down [curr_floor] <= 0;
               end  
         end
    end
    wire [3*4-1:0] w_floor, w_up, w_down;
    wire [7:0] w_curr_floor;
    assign w_floor = {{4{1'b0}}, floor[4-1:0], {4{1'b0}}},
           w_up    = {{(4+1){1'b0}}, up[4-2:0], {4{1'b0}}},
           w_down  = {{4{1'b0}}, down[4-1:1], {(4+1){1'b0}}};
    assign w_curr_floor = curr_floor + 4;
    wire up_req,       
         down_req,     
         go_up,        
         go_down,      
         open_door;    
    assign up_req =                curr_floor != 4 - 1 &&    
                    w_floor[(w_curr_floor + 1) +: 4] > 0 ||  
                       w_up[(w_curr_floor + 1) +: 4] > 0 ||  
                     w_down[(w_curr_floor + 1) +: 4] > 0;    
    assign down_req =                     curr_floor != 0 &&
                    w_floor[(w_curr_floor - 1) -: 4] > 0 ||
                       w_up[(w_curr_floor - 1) -: 4] > 0 ||
                     w_down[(w_curr_floor - 1) -: 4] > 0;
    assign go_up = (running_state == 4'b0000 && up_req) ||                
                   (running_state == 4'b0001 && !down_req && up_req);   
    assign go_down = (running_state == 4'b0001 && down_req) ||
                     (running_state == 4'b0000  && !up_req && down_req);
    assign open_door = floor[curr_floor] == 1 ||                                          
                       (                                                                  
                            curr_floor != 4-1 &&                                       
                            ((running_state == 4'b0000 && up[curr_floor] == 1) ||          
                            (!up_req && (down[curr_floor] == 1 || up[curr_floor] == 1)))  
                       ) ||
                       (
                            curr_floor != 0 &&
                            ((running_state == 4'b0001 && down[curr_floor] == 1) ||
                            (!down_req && (down[curr_floor] == 1 || up[curr_floor] == 1)))
                       );
     assign req = rst == 1 ? 0 : {go_up, go_down, open_door};
endmodule
### flow/run.sh
#!/bin/bash
# OpenROAD 26Q1-2900-gdf79404cd8, Yosys 0.63+post, stock flow scripts
make -C /OpenROAD-flow-scripts/flow DESIGN_CONFIG=/design/flow/config.mk WORK_HOME=/design/flow/orfs finish
==> out/qor.yml <==
clock_network:
  cts_tree: "done"
  path_clk_slew_ns: 0.05
  cts_hold_buf: 0
  clock_sinks: 24
  post_cts_resized: 0
  cts_setup_buffers: 0
drt:
  top_layer_used: "met4"
  n_antenna_cell: 0
  post_drt_wl_per_cell_um: 13.0
  wl_met1_um: 2040
  wirelength_um: 4250
  avgViaCountPerCell: 4.42
  wl_met2_um: 1950
  ant_nets: 0
  vias: 1446
  drtPass1Iterations: 4
  drc: 0
  wl_met3_um: 246
  drt_iter0_drc: 126
yosys:
  syn_area_sq_um: 1560
  ff_type: "dfxtp_1"
  ys_cells: 182
  synth-edff-count: 0
  yosysWarnings: 2
  yosys.stat.seqShare: 0.309
  ys_seq_elements: 24
  ys_area_sq_um: 1560
  synth.distinct_cells: 49
  async_flop_share: 0
  syn_avg_cell_area_sq_um: 8.55
  synth_cells: 182
timing:
  maxSlewHeadroom: 0.593
  layout_setup_ws_ns: 0.274
  setup_violations: 0
  final-hold-violation-count: 0
  max_slew.worst_pin.slew_ns: 0.609
  hold-worst-slack_ns: 0.416
  slew_viol_final: 0
  finalSetupTns_ns: 0
  fin_skew_ns: 0.00370
  rsz0062_at_grt: "no"
power:
  irDropWorstVdd_uv: 208
  p_per_area_nw_per_um2: 230
  p_leak_nw: 0.773
setup_path:
  critical_path_class: "input pin to primary output"
  crit_fanout: 9
  crit_path_end_kind: "primary output"
  cp_slowest_cell: "clkdlybuf4s50_1"
  start_kind: "input pin"
  critPathRequiredTime_ns: 4.48
  cpMostUsedCell: "clkdlybuf4s50_1"
  crit_path_max_incr_delay_ns: 0.51
  worstPathArrival_ns: 4.21
  worstPathCellList: "clkdlybuf4s50_1, inv_1, ha_1, nand2b_1, o211ai_1, a21oi_1, a2111oi_2, o32a_1, nor3_2, nor4b_2, clkdlybuf4s50_1"
final_layout:
  syn2layout_area_growth_pct: 38.3
  final_cells: 327
  final_common_cell: "clkdlybuf4s50_1"
  drive_gt1_frac: 0.126
  most-common-layout-cells: "38 x clkdlybuf4s50_1, 24 x nor2_1, 24 x dfxtp_1"
die:
  io_pins: 43
  die_w_um: 112
  dieArea_sq_um: 12500
  core_sq_um: 8220
  initial_core_util: 0.189
  fp.dieH_um: 112
  rows: 33
run:
  max_cap_viol_count: 0
  warning_count: 31
placement:
  placed_cells: 319
  gp_congestion: 0.848
  dp_hpwl_um: 3370
  place_ws_ns: 0.297
  port_buffers: 38
outcome:
  outcome: "complete, no violations"
global_route:
  track_usage: 0.0669
  grt_max_degree: 22
  grt_pass1_vias: 1395
  antenna_found_initial: 0
  grt_overflow: 0
  grt_pass1_wl_um: 7200
hold_path:
  min_path_type: "flip-flop to flip-flop"
[per-layer routing]
| layer | track usage | vias to the layer above |
|---|---|---|
| met3 | 0.0179 | 2 |
| met4 | 0.00677 | 0 |
| met1 | 0.0971 | 664 |
| met5 | 0 | - |
| li1 | - | 740 |
| met2 | 0.100 | 40 |
[power by group]
group / switching, mW / internal (mW)
combinational: 0.0533 / 0.0626
clock: 0.0593 / 0.124
sequential: 0.0121 / 0.184
[through the flow]
stage | utilization | instance area [sq um] | power [mW]
finish | 0.262 | 2150 | 0.495
global placement | 0.248 | 2040 | 0.315
global route | 0.262 | 2150 | 0.526
CTS | 0.262 | 2150 | 0.500
detailed placement | 0.248 | 2040 | 0.316
floorplan | - | 1560 | 0.265
[cells by family (layout without fill, tap and decap cells)]
family                     after synthesis  count (layout)  share of synthesized area
DFF                                     24              24                      0.309
buffers and inverters                   16              56                     0.0483
AOI/OAI and AO/OA                       42              42                      0.188
xor gates and xnor gates                16              16                     0.0901
muxes                                    4               4                     0.0507
and+or+nand+nor                         76              76                      0.282
adders and majority gates                4               4                     0.0322
[flip-flops by register name (all words and copies together), names as in the netlist]
| name | count |
|---|---|
| down | 4 |
| floor | 4 |
| ki_down.key_press | 3 |
| ki_down.prev | 3 |
| ki_up.key_press | 3 |
| ki_up.prev | 3 |
| up | 4 |
[area by class of cell]
type / count / area [sq um]
fill: 861 / 6070
multi-input combinational: 142 / 1000
sequential: 24 / 480
timing repair buffer: 41 / 403
tap: 105 / 131
clock buffer: 8 / 110
inverter: 7 / 26.3
[worst max-delay path, delay by kind of cell]
| family | cells | cell delay, ns |
|---|---|---|
| compound gates | 4 | 0.76 |
| buf+inv | 3 | 1.11 |
| simple gates | 3 | 0.73 |
| fa+ha+maj | 1 | 0.47 |
[path summary, 6_finish.rpt]
check	startpoint	to	slack, ns	cells after the start
max	curr_floor[1]	req[1]	0.27	11
min	ki_down.prev[2]$_DFF_P_	ki_down.key_press[2]$_DFF_P_	0.42	1
max reg2reg	down[1]$_SDFF_PP0_	down[1]$_SDFF_PP0_	4.84	2
min reg2reg	ki_down.prev[2]$_DFF_P_	ki_down.key_press[2]$_DFF_P_	0.42	1
max in group clk1	curr_floor[2]	up[2]$_SDFF_PP0_	2.10	8
min in group clk1	ki_up.key_press[0]$_DFF_P_	up[0]$_SDFF_PP0_	0.44	1
[Yosys cell counts, types with 2 or more instances]
library cell	number	area share
o22ai_1	3	0.012
nor2_4	3	0.022
a21oi_1	10	0.032
xor2_1	9	0.051
o21ai_0	9	0.029
or3_1	3	0.012
buf_2	3	0.0097
nand2b_1	2	0.0080
o31ai_1	2	0.0097
dfxtp_1	24	0.31
nand3_1	2	0.0064
xnor2_1	7	0.039
a21o_1	2	0.0097
a2111oi_2	2	0.019
nor3_1	11	0.035
a31oi_1	3	0.012
nor2_1	24	0.058
ha_1	4	0.032
nor2b_1	5	0.020
mux4_2	3	0.043
nand2_1	9	0.022
clkbuf_1	4	0.0097
a221oi_1	2	0.011
nor4_1	2	0.0080
o21a_1	2	0.0097
inv_1	7	0.017
and3_1	3	0.012
Power is estimated from default activity; no workload was simulated.
